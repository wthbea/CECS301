==> design.v <==
`timescale 1ns / 1ps
module clk_div(clk_in, rst, clk_out);
	input clk_in, rst;
	output reg clk_out;
	integer i;
	always @(posedge clk_in or posedge rst) begin
		if (rst == 1'b1) begin
			i = 0; 
			clk_out = 0;
		end  
		else begin
			i = i + 1;
			if (i >= 100000) begin 
				clk_out = ~clk_out;
				i = 0; 
			end  
		end  
	end  
endmodule
`timescale 1ns / 1ps
module dflop(clk, rst, d, q);
	input clk, rst, d;
	output reg q;
	always @(posedge clk, posedge rst)
		if (rst)
			q<=1'b0;
		else 
			q<=d;
endmodule
`timescale 1ns / 1ps
 module lab1top(clk ,rst, d, m, step, si, q, anode);
	input clk, rst, step, si;
	input [3:0] d;
	input [1:0] m;
	output wire [3:0] q;
	output wire [7:0] anode;
	wire w0, w1;
	clk_div cd (.clk_in(clk), .rst(rst), .clk_out(w0));
	one_shot os (.clk_in(w0), .rst(rst), .d_in(step), .d_out(w1)); 
	shiftreg sr (.clk(w1), .rst(rst), .si(si), .d(d), .m(m), .q(q));
	assign anode = 8'hFF;  
endmodule
`timescale 1ns / 1ps
module mux4to1(d, sel, q);
	input [3:0] d; 		 
	input [1:0] sel;		 
	output reg q;
	always @(*)
		case(sel)
			2'b00 : q = d[0];
			2'b01 : q = d[1];
			2'b10 : q = d[2];
			2'b11 : q = d[3];
			default : q = 1'bx;  
		endcase
endmodule
`timescale 1ns / 1ps
module one_shot(clk_in, rst, d_in, d_out);
	input rst, clk_in, d_in;
	output wire d_out; 
	reg q9, q8, q7, q6, q5, q4, q3, q2, q1, q0;
	always @(posedge clk_in or posedge rst)
		if (rst == 1'b1) begin 
			{q9, q8, q7, q6, q5, q4, q3, q2, q1, q0} <= 10'b0;
		end  
		else begin
			q9<=q8; q8<=q7; q7<=q6; q6<=q5; q5<=q4;
			q4<=q3; q3<=q2; q2<=q1; q1<=q0; q0<=d_in;
		end  
	assign d_out = !q9 & q8 & q7 & q6 & q5 & q4 & q3 & q2 & q1 & q0;
endmodule
`timescale 1ns / 1ps
module shiftreg(clk, rst, si, m, d, q);
	input clk, rst;
	input si; 		 
	input [1:0] m;  
	input [3:0] d;
	output wire [3:0] q; 
	wire w3, w2, w1, w0;	 
	mux4to1 m0 (.d({	si, q[1], d[0], q[0]}), .sel(m), .q(w0)),
			  m1 (.d({q[0], q[2], d[1], q[1]}), .sel(m), .q(w1)),
			  m2 (.d({q[1], q[3], d[2], q[2]}), .sel(m), .q(w2)),
			  m3 (.d({q[2], q[0], d[3], q[3]}), .sel(m), .q(w3)); 
	dflop d0 (.clk(clk), .rst(rst), .d(w0), .q(q[0])),
			d1 (.clk(clk), .rst(rst), .d(w1), .q(q[1])),
			d2 (.clk(clk), .rst(rst), .d(w2), .q(q[2])),
			d3 (.clk(clk), .rst(rst), .d(w3), .q(q[3]));
endmodule
==> run.sh <==
#!/bin/bash
# OpenROAD 26Q1-2900-gdf79404cd8, Yosys 0.63+post, stock flow scripts
make -C /OpenROAD-flow-scripts/flow DESIGN_CONFIG=/design/flow/config.mk WORK_HOME=/design/flow/orfs finish
==> config.mk <==
export PLATFORM = sky130hd
export DESIGN_NAME = lab1top
export DESIGN_NICKNAME = lab1top
export VERILOG_FILES = /design/flow/design.v
export SDC_FILE = /design/flow/constraint.sdc
export NUM_CORES = 4
export LEC_CHECK = 1
export CORE_UTILIZATION = 40
==> constraint.sdc <==
current_design lab1top

set clk_period 6.8
set clk_io_pct 0.2

create_clock -name clk0 -period $clk_period [get_ports {clk}]

set non_clock_inputs [all_inputs -no_clocks]
set_input_delay [expr $clk_period * $clk_io_pct] -clock clk0 $non_clock_inputs
set_output_delay [expr $clk_period * $clk_io_pct] -clock clk0 [all_outputs]
==> reports/metrics.yaml <==
route:
  num_vias: 1704
  n_antenna_cell: 0
  drt_wl_total_um: 4480
  viasPerCell: 5.13
  drc: 0
  antenna_left: 0
  post_drt_wl_per_cell_um: 13.5
  drtIter0Drc: 65
  first_pass_iters: 4
timing:
  fin_tns_setup_ps: 0
  untimed_endpoints: 18
  finalSetupViolCount: 0
  unclocked_pins: 14
  fin_crit_sh_pct: 48.8
  max_freq_mhz: 302
  post-route-min-period_ps: 3320
  clock_skew_ps: 3.52
  slew_headroom_pct: 60.4
  finalHoldViolations: 0
  rsz0062_at_grt: "no"
  worst_slew_pin_slew_ps: 590
  slew_viol_final: 0
placed_design:
  globalplace.congestion: 0.844
  placedCellCount: 325
  portBuffers: 13
  dp_hpwl_um: 3180
  detailed_place.area_um2: 2790
die:
  initial_core_util_pct: 41.8
  fp.dieW_um: 83.7
  rows: 29
  fp.coreArea_um2: 6390
  io_pins: 22
  die_h_um: 83.7
  die_area_um2: 7010
min_path:
  min_path_type: "flip-flop to flip-flop"
  hp-start: "cd.i[0]$_DFF_PP0_"
  worstHoldPathCells: 1
  whs_endpoint: "cd.i[0]$_DFF_PP0_"
layout:
  final_util_pct: 45.0
  flop_area_um2: 1180
  fillCellCount: 592
  fin_area_um2: 2870
  syn_to_final_growth_pct: 7.59
  comb_area_um2: 1360
  drive_gt1_share_pct: 20.4
  fin_cells: 332
synthesis:
  syn-instance-count: 248
  synthArstFlopShare_pct: 100
  ys_seq_share_pct: 44.0
  yosys_warnings: 4
  ys_cells: 248
  ys_types: 59
  flop_cell: "dfrtp_1"
  top_cell_area_share_pct: 44.0
  yosys_area_um2: 2670
  ys.flops: 47
  syn_area_um2: 2670
  synth_area_leader_cell: "dfrtp_1"
  edf_count: 0
  avgSynthCellArea_um2: 10.8
  netlist_top_cells_area: "dfrtp_1 44%, xor2_1 6.2%, nor2_2 4.7%, buf_4 3.7%, xnor2_1 3.6%"
clock_network:
  cts-root-buf: "clkbuf_8"
  cts_resized: 0
  cts_tree: "built"
  cts_buffers: 5
  cts_buffer_depth: 2
  hold_buffers: 0
  htreeDepth: 2
  path_clk_slew_ps: 60
  postCtsSetupRepairBufs: 0
  clk_latency_ps: 290
power_and_ir_drop:
  powerDensity_nw_per_um2: 125
  peakVddDrop_uv: 79.0
  leakagePower_nw: 1.22
  p_sw_share_pct: 21.0
  p_sw_mw: 0.0757
  power_frac_seq_pct: 54.6
  power_mw: 0.360
  p_clk_share_pct: 41.3
  combPwrFrac_pct: 4.1
  p_int_mw: 0.284
global_routing:
  grt_usage_pct: 14.3
  grt_max_degree: 48
  antenna_found_initial: 0
  grt_pass1_vias: 1645
  grt_pass1_wl_um: 7910
  grt_remaining_overflow: 0
critical_path:
  timing.rr.start: "cd.i[0]$_DFF_PP0_"
  cp_max_fo: 16
  reg2reg_to: "cd.i[1]$_DFF_PP0_"
  crit_required_ps: 6980
  path_class: "flip-flop to flip-flop"
  arrival_ps: 3490
  start_kind: "flip-flop"
  endpoint_kind: "flip-flop"
  rrSetupSlack_ps: 3480
  worstRegToRegCells: 9
status:
  run_status: "finished clean"
flow_run:
  cap_violations: 0
  log.warning_count: 25
[worst max-delay path, cell delays in order, from the launching register on]
cell and delay [ps]:
dfrtp_1 410, ha_1 260, nand4_2 290, or3_4 470, nor4_1 360, xor2_1 340, a2111oi_4 100, a21oi_4 370
buf_4 340, and2b_2 250
[registers in the layout, indices dropped and copies added, names as in the netlist]
| register | flops |
|---|---|
| cd.clk_out | 1 |
| cd.i | 32 |
| os.q0 | 1 |
| os.q1 | 1 |
| os.q2 | 1 |
| os.q3 | 1 |
| os.q4 | 1 |
| os.q5 | 1 |
| os.q6 | 1 |
| os.q7 | 1 |
| os.q8 | 1 |
| os.q9 | 1 |
| sr.d0.q | 1 |
| sr.d1.q | 1 |
| sr.d2.q | 1 |
| sr.d3.q | 1 |
[cell type report]
cell class / count / area share, %
inverters: 4 / 0.522
repair buffers: 15 / 5.05
clock buffers: 7 / 3.00
flip-flops and latches: 47 / 40.9
well taps: 77 / 3.35
multi-input cells: 182 / 47.1
[cells in the final DEF, fill, tap and decap left out, types with 2 or more instances in the layout]
cell              n
and3_1            9
nand3_1          12
nor2_1           15
dfrtp_1          47
clkdlybuf4s50_1  13
mux4_2            4
nor3_1            4
clkbuf_8          6
xor2_1           19
nor2b_1           2
nor4_4            2
and3b_1           2
buf_4             2
xnor2_1          11
mux2i_1           3
inv_1             3
nor4b_1           2
a31oi_1           2
nand2_1          18
conb_1            8
nand4_1           8
nor2_2           20
nand3_2           2
nor4_1            2
a21boi_0          2
o21ai_0           4
[metal layers]
layer,vias up,track usage (%),wire length [um]
met5,-,0,0
met4,0,1.23,55
met3,5,2.51,149
met2,25,20.6,1900
met1,811,24.3,2370
li1,863,-,-
[cell usage after synthesis (all sizes together) (4+ instances only)]
cell type / instances
and3: 9
buf: 17
clkbuf: 5
dfrtp: 47
inv: 4
mux4: 4
nand2: 18
nand3: 15
nand4: 10
nor2: 36
nor3: 5
nor4: 5
o21ai: 5
xnor2: 11
xor2: 19
[power groups by stage]
stage | combinational [mW] | sequential [mW] | clock (mW)
CTS | 0.0152 | 0.196 | 0.153
global route | 0.0166 | 0.196 | 0.161
finish | 0.0146 | 0.196 | 0.149
[worst max-delay path by stage]
stage            startpoint                end  depth (start not counted)
4_1_cts   cd.i[0]$_DFF_PP0_  cd.i[1]$_DFF_PP0_                          9
5_1_grt   cd.i[0]$_DFF_PP0_  cd.i[1]$_DFF_PP0_                         10
6_report  cd.i[0]$_DFF_PP0_  cd.i[1]$_DFF_PP0_                          9
[cells by family (layout without fill, tap and decap cells)]
logic type | count (synthesis) | count (layout) | synth area share, %
mux | 7 | 7 | 4.50
fa+ha+maj | 1 | 1 | 0.468
buf+inv | 26 | 26 | 6.23
flops | 47 | 47 | 44.0
compound gates | 22 | 22 | 7.35
simple gates | 114 | 114 | 27.4
xor+xnor | 30 | 30 | 9.84
other cells | 1 | 8 | 0.140
[metrics by stage]
| stage | hold slack [ps] | worst slack (ps) |
|---|---|---|
| after floorplan | 471 | 4270 |
| after global placement | 493 | 3510 |
| after detailed placement | 502 | 3510 |
| after CTS | 514 | 3490 |
| after global routing | 550 | 3240 |
| final | 509 | 3480 |
